<file path="./constraint.sdc">
current_design Add_Sub

set clk_period 5.9
set clk_io_pct 0.2

create_clock -name clk0 -period $clk_period

set non_clock_inputs [all_inputs -no_clocks]
set_input_delay [expr $clk_period * $clk_io_pct] -clock clk0 $non_clock_inputs
set_output_delay [expr $clk_period * $clk_io_pct] -clock clk0 [all_outputs]
</file>
<file path="./design.v">
module FullAdder(x, y, cin, ans, cout);
input x, y, cin;
output ans, cout;
reg ans, cout;
always @(x, y, cin) begin
 ans = x + y + cin;
 cout = (x + y + cin) / 2;
end
endmodule 
module  Add_Sub(x, y, ans, cout, select);
input [7:0] x, y;
input select;
output [7:0] ans;
output cout;
wire [7:0] carry1, carry2, add_ans, sub_ans;
FullAdder C0(x[0], y[0], 0, add_ans[0], carry1[0]);
FullAdder C1(x[1], y[1], carry1[0], add_ans[1], carry1[1]);
FullAdder C2(x[2], y[2], carry1[1], add_ans[2], carry1[2]);
FullAdder C3(x[3], y[3], carry1[2], add_ans[3], carry1[3]);
FullAdder C4(x[4], y[4], carry1[3], add_ans[4], carry1[4]);
FullAdder C5(x[5], y[5], carry1[4], add_ans[5], carry1[5]);
FullAdder C6(x[6], y[6], carry1[5], add_ans[6], carry1[6]);
FullAdder C7(x[7], y[7], carry1[6], add_ans[7], carry1[7]);
FullAdder W0(x[0], ~y[0], 1, sub_ans[0], carry2[0]);
FullAdder W1(x[1], ~y[1], carry2[0], sub_ans[1], carry2[1]);
FullAdder W2(x[2], ~y[2], carry2[1], sub_ans[2], carry2[2]);
FullAdder W3(x[3], ~y[3], carry2[2], sub_ans[3], carry2[3]);
FullAdder W4(x[4], ~y[4], carry2[3], sub_ans[4], carry2[4]);
FullAdder W5(x[5], ~y[5], carry2[4], sub_ans[5], carry2[5]);
FullAdder W6(x[6], ~y[6], carry2[5], sub_ans[6], carry2[6]);
FullAdder W7(x[7], ~y[7], carry2[6], sub_ans[7], carry2[7]);
assign ans = (select == 1) ? add_ans : sub_ans;
assign cout = (select == 1) ? carry1[7] : carry2[7];
endmodule 
</file>
<file path="./config.mk">
export PLATFORM = sky130hd
export DESIGN_NAME = Add_Sub
export DESIGN_NICKNAME = Add_Sub
export VERILOG_FILES = /design/flow/design.v
export SDC_FILE = /design/flow/constraint.sdc
export NUM_CORES = 4
export LEC_CHECK = 1
export CORE_AREA = 10 10 70 70
export DIE_AREA = 0 0 80 80
</file>
<file path="./run.sh">
#!/bin/bash
# OpenROAD 26Q1-2900-gdf79404cd8, Yosys 0.63+post, stock flow scripts
make -C /OpenROAD-flow-scripts/flow DESIGN_CONFIG=/design/flow/config.mk WORK_HOME=/design/flow/orfs finish
</file>
==> Changelog: implementation <==
### Changed

- Status: completed
- Count of antenna-violating nets left after detailed routing: 0
- Critical path endpoint category: primary output
- First-pass iteration count of the detailed router: 2
- Clock tree buffer count of the final layout: 0
- First-pass GRT wire length: roughly 1.9 mm
- Worst voltage drop across the vdd grid: ~26 uV
- Layout cell share with drive strength beyond 1: 0.233
- Kind of launch point of the worst setup path: input port
- Detail-routed net length per standard cell: around 9.6 um
- Distinct cell type count of the synthesized netlist: 10
- Initial cell density of the core: 0.137
- Clock period minus final worst setup slack: around 5.7 ns
- Vias in the first global route: 421
- Highest-count cells in the layout ignoring fill and taps: 21 x sky130_fd_sc_hd__clkdlybuf4s50_1, 17 x sky130_fd_sc_hd__inv_1, 10 x sky130_fd_sc_hd__fa_2
- Number of placement rows: 21
- Max-slew headroom at the worst pin: 0.606
- Commonest non-fill, non-tap cell in the layout: sky130_fd_sc_hd__clkdlybuf4s50_1
- Cell count after synthesis: ~47
- GRT overflow: 0
- Count of input and output buffers: 26
- Classification of the worst setup path: in2out
- DRC marker count from the first detailed-route iteration: 2
- Maximum Capacitance Violations: 0
- Leak: between 0.3 and 0.4 nW
- Count of tool warnings: 33
- Overall die width: ~80 um
- Syn Area/Cell: between 9 and 10 sq um
- Largest fanout on the critical path: 2
- Number of antenna violations at the first check in global routing: 0
- Sequential cell area: 0 sq um
- Unrepaired setup endpoints after global routing: false
- Worst path arrival time: ~4.6 ns
- Yosys cell count: between 40 and 50
- Post-synth seq share: 0
- Overall Global Routing Usage: 0.0358
- Crit path DRT: around 4.7 ns
- Power density relative to cell area: between 80 and 90 mW/mm^2
- Vias per std cell: approximately 3.3
- Routed WL: 1.15 mm
- Maximum number of pins on one net before global-route repair: 14
- Count of warnings emitted by yosys: 3
- HPWL reported at the end of detailed placement: 1.07 mm
- Count of flip-flops and latches: 0
- Vias after detailed routing: approximately 400
- Maximum clock frequency: around 170 MHz
- Final slew viol count: 0
- Total cell area reported by yosys after synthesis: between 400 and 500 sq um
- Area delta synth->final: 71.0%
- Final setup violation count: 0
- DRC viols: 0
- Total power: about 0.000068 W
- Core utilization of the finished layout: 0.234
- Ratio of final minimum period to clock period: 0.974
- Hold WC Path Type: in2out
- Slew @ Worst Pin: ~0.59 ns
- Post-synthesis cell area: 467 sq um
- Area of the die: approximately 0.0064 sq mm
- I/O pin count: 26
- Die height: about 80 um
- Weighted congestion at the end of routability-driven global placement: between 0.8 and 0.9
- Antenna fix cells: 0
- Total count of hold-check failures in the final report: 0
- Core area: between 0.003 and 0.004 sq mm
-- power breakdown --
part           total (W)  switching (W)  leakage [nW]  internal (W)
logic          0.0000683      0.0000258         0.345     0.0000425
registers              0              0             0             0
clock network          0              0             0             0
total          0.0000683      0.0000258         0.345     0.0000425
-- cells by family (layout without fill, tap and decap cells) --
kind of cell	after synthesis	in the layout	share of synthesized area
compound gates	5	5	0.0697
simple gates	5	5	0.0509
fa+ha+maj	16	16	0.654
mux	3	3	0.0643
buf+inv	18	44	0.161
-- final cells by class --
class,count,area [sq um]
inverter,17,63.8
timing repair buffer,27,258
multi-input combinational,29,419
tap,46,57.6
fill,366,2620
-- worst paths after layout --
| check | end | slack (ns) | start | depth (start not counted) |
|---|---|---|---|---|
| hold / removal | ans[0] | 3.16 | y[0] | 4 |
| setup / recovery | ans[7] | 0.15 | x[1] | 13 |
-- through the flow --
step / cells / worst slack [ns] / TNS, ns / hold slack [ns] / cell area [sq um]
floorplan: 47 / 0.502 / 0 / 2.39 / 467
global placement: 119 / -0.561 / -1.12 / 3.40 / 781
detailed placement: 119 / -0.571 / -1.15 / 3.40 / 781
CTS: 119 / 0.0156 / 0 / 3.17 / 791
global route: 119 / 0.00371 / 0 / 3.20 / 798
finish: 119 / 0.154 / 0 / 3.16 / 798
-- worst max-delay path, stage by stage --
cell                              delay [ns]
sky130_fd_sc_hd__clkdlybuf4s50_1        0.46
sky130_fd_sc_hd__inv_1                  0.06
sky130_fd_sc_hd__fa_2                   0.34
sky130_fd_sc_hd__fa_2                   0.35
sky130_fd_sc_hd__fa_2                   0.36
sky130_fd_sc_hd__fa_2                   0.34
sky130_fd_sc_hd__fa_2                   0.34
sky130_fd_sc_hd__fa_2                   0.32
sky130_fd_sc_hd__inv_1                  0.07
sky130_fd_sc_hd__fa_2                   0.43
sky130_fd_sc_hd__nor2_2                 0.12
sky130_fd_sc_hd__a21oi_2                0.04
sky130_fd_sc_hd__buf_2                  0.14
-- what timing repair did --
| action | CTS | global route |
|---|---|---|
| setup endpoints to repair | 3 | 2 |
| buffers inserted | 0 | 0 |
| pin swaps | 7 | 3 |
| gates resized | 15 | 3 |
| hold buffers | 0 | 0 |
-- Yosys cell counts --
cell type	n	area, sq um
sky130_fd_sc_hd__inv_1	17	63.8
sky130_fd_sc_hd__fa_1	14	280
sky130_fd_sc_hd__mux2i_1	3	30.0
sky130_fd_sc_hd__nand2_1	3	11.3
sky130_fd_sc_hd__a21oi_2	2	17.5
sky130_fd_sc_hd__ha_1	2	25.0
sky130_fd_sc_hd__nor2_2	2	12.5
sky130_fd_sc_hd__o21ai_0	2	10.0
sky130_fd_sc_hd__buf_6	1	11.3
sky130_fd_sc_hd__o21ai_1	1	5.00
-- metal layers --
| metal | GRT usage | share of wire | wire length [um] | vias up |
|---|---|---|---|---|
| li1 | - | - | - | 184 |
| met1 | 0.0569 | 0.50 | 578 | 187 |
| met2 | 0.0441 | 0.33 | 383 | 27 |
| met3 | 0.0170 | 0.16 | 184 | 0 |
| met4 | 0 | 0 | 0 | 0 |
| met5 | 0 | 0 | 0 | - |
Power and IR drop assume default switching activity.
