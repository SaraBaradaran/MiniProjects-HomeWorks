==> design.v <==
module FullAdder(x, y, cin, ans, cout);
input x, y, cin;
output ans, cout;
reg ans, cout;
always @(x, y, cin) begin
 ans = x + y + cin;
 cout = (x + y + cin) / 2;
end
endmodule 
module  FullAdder_8bit(x, y, cin, ans, cout);
input [7:0] x, y;
input cin;
output [7:0] ans;
output cout;
wire [6:0] carry;
FullAdder C0(x[0], y[0], cin, ans[0], carry[0]);
FullAdder C1(x[1], y[1], carry[0], ans[1], carry[1]);
FullAdder C2(x[2], y[2], carry[1], ans[2], carry[2]);
FullAdder C3(x[3], y[3], carry[2], ans[3], carry[3]);
FullAdder C4(x[4], y[4], carry[3], ans[4], carry[4]);
FullAdder C5(x[5], y[5], carry[4], ans[5], carry[5]);
FullAdder C6(x[6], y[6], carry[5], ans[6], carry[6]);
FullAdder C7(x[7], y[7], carry[6], ans[7], cout);
endmodule 
==> run.sh <==
#!/bin/bash
# OpenROAD 26Q1-2900-gdf79404cd8, Yosys 0.63+post, stock flow scripts
make -C /OpenROAD-flow-scripts/flow DESIGN_CONFIG=/design/flow/config.mk WORK_HOME=/design/flow/orfs finish
==> config.mk <==
export PLATFORM = sky130hd
export DESIGN_NAME = FullAdder_8bit
export DESIGN_NICKNAME = FullAdder_8bit
export VERILOG_FILES = /design/flow/design.v
export SDC_FILE = /design/flow/constraint.sdc
export NUM_CORES = 4
export LEC_CHECK = 1
export CORE_AREA = 10 10 70 70
export DIE_AREA = 0 0 80 80
==> constraint.sdc <==
current_design FullAdder_8bit

set clk_period 10.2
set clk_io_pct 0.2

create_clock -name clk0 -period $clk_period

set non_clock_inputs [all_inputs -no_clocks]
set_input_delay [expr $clk_period * $clk_io_pct] -clock clk0 $non_clock_inputs
set_output_delay [expr $clk_period * $clk_io_pct] -clock clk0 [all_outputs]
==> results.json <==
{
  "outcome": "finished clean",
  "synth_warnings": 1,
  "p_leak_nw": 0.213,
  "placed_cell_area_um2": 515,
  "cpMostUsedCell": "fa_1",
  "ctsResizeCount": 0,
  "grt_max_degree": 2,
  "cts_setup_buffers": 0,
  "power_density_mw_per_mm2": 51.4,
  "layoutNonFillerInstCount": 90,
  "rsz0062_at_grt": "false",
  "dp.final_hpwl_um": 765,
  "synth_area_um2": 258,
  "gp_congestion": 0.810,
  "ys_seq_share_pct": 0,
  "min_path_type": "input port to output port",
  "grt-ovfl-total": 0,
  "antenna_left": 0,
  "yosys_area_um2": 258,
  "viasPerCell": 2.39,
  "place_ws_ns": 2.10,
  "synthTopCellsByCount": "inv_1 (10), buf_4 (8), fa_1 (8)",
  "holdPathEnd": "ans[0]",
  "top_area_share_pct": 62.1,
  "design_area_um2": 515,
  "io_buffers": 26,
  "grt_usage_pct": 2.28,
  "rows": 21,
  "die_area_mm2": 0.00640,
  "nClkBuffers": 0,
  "worst_slew_pin_slew_ns": 0.0897,
  "synthesis.instances": 26,
  "start_kind": "input port",
  "tns_ns": 0,
  "maxSlewHeadroom_pct": 94.0,
  "cp_top_family": "adder cells",
  "avgSynthCellArea_um2": 9.91,
  "seqCellArea_um2": 0,
  "hold_depth": 5,
  "hold_start": "cin",
  "nFillCells": 392,
  "crit_slowest_cell": "clkdlybuf4s50_1",
  "fmax_mhz": 124,
  "topCellsByArea": "fa_1 (62%), buf_4 (23%), inv_1 (15%)",
  "cp_data_arrival_time_ns": 6.01,
  "fin_ws_ns": 2.15,
  "ys_types": 3,
  "cp_max_fo": 1,
  "ctsHoldBuffers": 0,
  "path_class": "input port to output port",
  "grt_pass1_wl_um": 1180,
  "yosys.area.top_type": "fa_1",
  "mi_logic_area_um2": 160,
  "die_height_um": 80,
  "die-width_um": 80,
  "grt_pass1_vias": 245,
  "slew_viol_final": 0,
  "peakVddDrop_v": 0.0000185,
  "initCoreUtil_pct": 7.55,
  "ios": 26,
  "warnings": 32,
  "synth.most_common_cell": "inv_1",
  "crit_cells": 14,
  "drc_errors": 0,
  "finalSetupViolations": 0,
  "antenna_found_initial": 0,
  "wire_per_inst_um": 8.43,
  "drtIter0Drc": 0,
  "syn2layout_area_growth_pct": 100,
  "drt-pass1-iter-count": 1,
  "routed_wl_um": 759,
  "final_layout_size_suffix_gt1_share_pct": 0,
  "maxCapViolations": 0,
  "final.period_utilization_pct": 78.9,
  "required_ns": 8.16,
  "ys_cells": 26,
  "crit_buf_inv": 6,
  "flops": 0,
  "core_mm2": 0.00342,
  "path_cells": "clkdlybuf4s50_1, inv_1, fa_1, inv_1, fa_1, fa_1, fa_1, fa_1, fa_1, fa_1, inv_1, fa_1, inv_1, clkdlybuf4s50_1",
  "via_count": 215,
  "period_needed_ns": 8.05,
  "dp.cells": 90,
  "end_kind": "output port",
  "final_hold_viol_count": 0,
  "cpPeakStageDelay_ns": 0.47,
  "diodes": 0
}
-- power by group --
| part | internal [mW] | total [mW] | switching (mW) |
|---|---|---|---|
| clock | 0 | 0 | 0 |
| sequential | 0 | 0 | 0 |
| combinational | 0.0196 | 0.0265 | 0.00689 |
-- worst min-delay path, delay by kind of cell --
family,cells,cell delay [ns]
buffers and inverters,4,0.89
adders and majority gates,1,0.15
-- worst max-delay path by stage --
stage,startpoint,end,slack (ns)
final,y[0],ans[7],2.15
after global routing,y[0],ans[7],1.94
after CTS,y[0],ans[7],2.11
-- layout by cell type, fill, tap and decap left out --
master / count
fa_1: 8
clkdlybuf4s50_1: 26
inv_1: 10
-- final cells by class --
cell class,count,area share [%]
Multi-Input combinational cell,8,31.1
Tap cell,46,11.2
Timing Repair Buffer,26,50.5
Inverter,10,7.28
-- kinds of logic after synthesis --
group                      synth area share (%)
buffers and inverters                      37.9
adders and majority gates                  62.1
-- per-layer routing --
layer / part of all wire [%] / routed length, um / vias to the layer above / track usage (%)
li1: - / - / 96 / -
met1: 49 / 374 / 94 / 3.45
met2: 25 / 190 / 25 / 2.65
met3: 26 / 195 / 0 / 1.59
met4: 0 / 0 / 0 / 0
met5: 0 / 0 / - / 0
-- per-stage QoR --
step                      power (mW)  hold WS (ns)  util, %
after detailed placement      0.0275          5.14     15.1
after global placement        0.0276          5.14     15.1
after CTS                     0.0277          5.14     15.1
after floorplan               0.0130          4.30        -
after global routing          0.0304          5.19     15.1
final                         0.0265          5.12     15.1
Power and IR drop assume default switching activity.
